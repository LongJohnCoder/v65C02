`./run.sh`:
```
#!/bin/bash
# OpenROAD 26Q1-2900-gdf79404cd8, Yosys 0.63+post, stock flow scripts
make -C /OpenROAD-flow-scripts/flow DESIGN_CONFIG=/design/flow/config.mk WORK_HOME=/design/flow/orfs finish
```
`./config.mk`:
```
export PLATFORM = sky130hd
export DESIGN_NAME = SevenSegmentController
export DESIGN_NICKNAME = SevenSegmentController
export VERILOG_FILES = /design/flow/design.v
export SDC_FILE = /design/flow/constraint.sdc
export NUM_CORES = 4
export LEC_CHECK = 1
export CORE_UTILIZATION = 40
```
`./constraint.sdc`:
```
current_design SevenSegmentController

set clk_period 6.5
set clk_io_pct 0.2

create_clock -name clk0 -period $clk_period [get_ports {clk_i}]

set non_clock_inputs [all_inputs -no_clocks]
set_input_delay [expr $clk_period * $clk_io_pct] -clock clk0 $non_clock_inputs
set_output_delay [expr $clk_period * $clk_io_pct] -clock clk0 [all_outputs]
```
`./design.v`:
```
`timescale 1 ns / 1 ps
module HexToSSEG
    (
    input wire [3:0] hex_i,      
    input wire       dp_i,       
    output reg [7:0] sseg_n_o    
    );
    always @*
        begin
            case(hex_i)
                4'h0:    sseg_n_o[6:0] = 7'b1000000;
                4'h1:    sseg_n_o[6:0] = 7'b1111001;
                4'h2:    sseg_n_o[6:0] = 7'b0100100;
                4'h3:    sseg_n_o[6:0] = 7'b0110000;
                4'h4:    sseg_n_o[6:0] = 7'b0011001;
                4'h5:    sseg_n_o[6:0] = 7'b0010010;
                4'h6:    sseg_n_o[6:0] = 7'b0000010;
                4'h7:    sseg_n_o[6:0] = 7'b1111000;
                4'h8:    sseg_n_o[6:0] = 7'b0000000;
                4'h9:    sseg_n_o[6:0] = 7'b0010000;
                4'hA:    sseg_n_o[6:0] = 7'b0001000;
                4'hB:    sseg_n_o[6:0] = 7'b0000011;
                4'hC:    sseg_n_o[6:0] = 7'b1000110;
                4'hD:    sseg_n_o[6:0] = 7'b0100001;
                4'hE:    sseg_n_o[6:0] = 7'b0000110;
                4'hF:    sseg_n_o[6:0] = 7'b0001110;
                default: sseg_n_o[6:0] = 7'b1111111;
            endcase
            sseg_n_o[7] = ~dp_i;
        end
endmodule
`timescale 1 ns / 1 ps
module SevenSegmentController
    (
    input wire        clk_i,             
    input wire        en_i,              
    input wire        we_i,              
    input wire  [7:0] addr_i,            
    input wire  [7:0] din_i,             
    output wire [7:0] an_n_o,            
    output wire [7:0] sseg_n_o           
    );
    localparam R_DIGITS = 8'h00,
               R_DP     = 8'h01,
               R_BYTE0  = 8'h02,
               R_BYTE1  = 8'h03,
               R_BYTE2  = 8'h04,
               R_BYTE3  = 8'h05,
               R_DIGIT0 = 8'h06,
               R_DIGIT1 = 8'h07,
               R_DIGIT2 = 8'h08,
               R_DIGIT3 = 8'h09,
               R_DIGIT4 = 8'h0A,
               R_DIGIT5 = 8'h0B,
               R_DIGIT6 = 8'h0C,
               R_DIGIT7 = 8'h0D;
    reg [7:0] digits_reg;                
    reg [7:0] dp_reg;                    
    reg [3:0] data_reg [0:7];            
    initial digits_reg = 8'd0;           
    initial dp_reg     = 8'd0;           
    always @(posedge clk_i)
        if(en_i)
            if(we_i)
                case(addr_i)
                    R_DIGITS: digits_reg <= #1 din_i;
                    R_DP:     dp_reg     <= #1 din_i;
                endcase
    always @(posedge clk_i)
        if(en_i)
            if(we_i)
                case(addr_i)
                    R_BYTE0:
                        begin
                            data_reg[0] <= #1 din_i[3:0];
                            data_reg[1] <= #1 din_i[7:4];
                        end
                    R_BYTE1:
                        begin
                            data_reg[2] <= #1 din_i[3:0];
                            data_reg[3] <= #1 din_i[7:4];
                        end
                    R_BYTE2:
                        begin
                            data_reg[4] <= #1 din_i[3:0];
                            data_reg[5] <= #1 din_i[7:4];
                        end
                    R_BYTE3:
                        begin
                            data_reg[6] <= #1 din_i[3:0];
                            data_reg[7] <= #1 din_i[7:4];
                        end
                    R_DIGIT0:
                        begin
                            data_reg[0] <= #1 din_i[3:0];
                        end
                    R_DIGIT1:
                        begin
                            data_reg[1] <= #1 din_i[3:0];
                        end
                    R_DIGIT2:
                        begin
                            data_reg[2] <= #1 din_i[3:0];
                        end
                    R_DIGIT3:
                        begin
                            data_reg[3] <= #1 din_i[3:0];
                        end
                    R_DIGIT4:
                        begin
                            data_reg[4] <= #1 din_i[3:0];
                        end
                    R_DIGIT5:
                        begin
                            data_reg[5] <= #1 din_i[3:0];
                        end
                    R_DIGIT6:
                        begin
                            data_reg[6] <= #1 din_i[3:0];
                        end
                    R_DIGIT7:
                        begin
                            data_reg[7] <= #1 din_i[3:0];
                        end
                    endcase
    wire [7:0] sseg_n [0:7];                  
    generate
        genvar i;
        for(i = 0; i <= 7; i = i + 1)
            begin : nibbles
                HexToSSEG HexToSSEG
                    (
                    .hex_i   (data_reg[i]),
                    .dp_i    (dp_reg[i]),
                    .sseg_n_o(sseg_n[i])
                    );
            end
    endgenerate
    reg  [18:0] refresh_counter_reg;     
    wire [2:0]  digit;                   
    reg  [7:0]  an_n_reg;                
    reg  [7:0]  sseg_n_reg;              
    initial refresh_counter_reg = 19'd0;
    always @(posedge clk_i)
        refresh_counter_reg <= #1 refresh_counter_reg + 19'd1;
    assign digit = refresh_counter_reg[18:16];
    initial an_n_reg = 8'hFF;
    always @(posedge clk_i)
        an_n_reg <= #1 ~(1 << digit);
    initial sseg_n_reg = 8'hFF;
    always @(posedge clk_i)
        sseg_n_reg <= #1 sseg_n[digit];
    assign an_n_o   = an_n_reg | ~digits_reg;
    assign sseg_n_o = sseg_n_reg;
endmodule
```
==> deck_impl_summary.md <==
Physical Implementation Snapshot

Hold path
  – Hold Path Depth: 1
  – Class of the worst hold path: register to register

Drt
  – Drt pass-1 iters: 28
  – DR WL/cell: 17.0 um
  – WL final: 17.2 mm
  – Drt drc: 0
  – # diodes: 0
  – Via/cell ratio: roughly 5.4
  – DR iter-0 viols: between 400 and 500
  – Antenna Violating Nets Remaining: 0
  – Vias: between 5,000 and 6,000

Setup path
  – Endpoint type of the worst setup path: register
  – Startpoint types: primary input
  – Req. time, crit path: 6.78 ns
  – Register-to-Register Setup Slack: 4.61 ns
  – Worst reg2reg path depth: 5
  – CP arrival: 4.69 ns
  – Worst-path fanout max: 17
  – Critical path type: primary input to register

Cells and area
  – Fin cells: approximately 1,000
  – Final Util: 0.477
  – Layout cells sized above 1: 0.119
  – Max reg flops: 64
  – Layout area overhead: 16.0%

Clock network
  – H-tree depth: 4
  – Post-CTS setup buffer count: 0
  – CTS clk-pin slew, worst paths: approximately 0.06 ns
  – Clk sinks: 139
  – Root buffer cell: clkbuf_16
  – CTS tree: yes
  – Clk ins delay skew pair: 0.42 ns
  – Cts repair resizes: 0
  – Num CTS Buffers: 17
  – Clock Path Buffers: 2
  – Hold_buf cts: 0

Global route
  – Initial antenna violation count: 0
  – First-pass GRT wire length: 28.4 mm
  – Largest net degree at the start of global routing: 31
  – Vias in the first global route: 5,296
  – GRT overflow: 0
  – GR Util All Layers: 0.194

Yosys
  – Dominant register cell: dfxtp_1
  – Post-Syn Area: 7460 um2
  – Flip-flops with a built-in enable: 48
  – Yosys chip area: 7460 um2
  – Register share after synthesis: 0.437
  – Synth async-reset ratio: 0
  – Synth Warn #: 4
  – Cells after Synth: 736
  – Post-synthesis cell type count: 66
  – Mean Syn Cell Area: 10.1 um2
  – Cells in synth_stat.txt: 736
  – Flops after synth: 139

STA
  – RSZ-0062 raised after global routing: false
  – Hold_ws: 0.410 ns
  – Clock Skews: 0.00914 ns
  – Final Hold Fails: 0
  – Crit path time final: 4.41 ns
  – Max-slew violations: 0
  – Fmax: 227 MHz
  – Setup ws final: 2.09 ns
  – Total negative setup slack: 0 ns
  – Worst-margin pin slew: 0.909 ns
  – Slew HR: 0.377
  – Final period util: 0.678
  – Final setup violation count: 0

Floorplan
  – FP Core Util: 0.411
  – Core area: 18,100 um2
  – IO Count: 35
  – Die height: 139 um
  – Die X: 139 um
  – Cell Rows: 49
  – DIE AREA: 19,200 um2

Power
  – Max VDD drop: 169 uV
  – Leakage: about 3.3 nW
  – Pwr dens: 222 nW/um2

Place
  – Hpwl dp: about 12 mm
  – Dpl ws: 1.68 ns
  – GPL Wtd Cong: approximately 0.96
  – Placed Cells incl. Taps: 981
  – Buffers on Ports: 34

Flow run
  – Tool warnings: around 65
  – Max Cap Violations: 0

Run status
  – Status: complete, no violations
[worst paths after layout]
check | end | startpoint
hold reg to reg | refresh_counter_reg[0]$_DFF_P_ | refresh_counter_reg[0]$_DFF_P_
setup / recovery | sseg_n[2][3]$_DFF_P_ | addr_i[3]
setup reg to reg | sseg_n_reg[4]$_DFF_P_ | refresh_counter_reg[17]$_DFF_P_
hold / removal | refresh_counter_reg[0]$_DFF_P_ | refresh_counter_reg[0]$_DFF_P_
[synth_stat cells, types with 22 or more instances]
cell	number	area, um2
nand3_1	22	110
nand2_1	51	191
a21oi_1	35	175
nor2_1	50	188
edfxtp_1	48	1440
mux2_2	26	293
dfxtp_1	91	1820
ha_1	49	613
o22ai_1	22	138
mux2i_1	50	500
clkbuf_1	23	86.3
inv_1	38	143
[critical path: stages]
cell,delay [ns]
clkdlybuf4s50_1,0.86
or3b_2,0.53
a2111oi_4,0.35
buf_4,0.29
mux2i_1,0.48
inv_1,0.16
ha_1,0.25
nor2b_1,0.15
a211oi_1,0.25
a21oi_1,0.06
[power by group]
| group | internal (mW) | switching (mW) |
|---|---|---|
| combinational | 0.0281 | 0.0474 |
| sequential | 0.901 | 0.00129 |
| clock | 0.542 | 0.404 |
[kinds of logic after synthesis]
logic type / Yosys count / share of synthesized area
flops: 139 / 0.437
mux: 78 / 0.109
compound gates: 159 / 0.149
xor+xnor: 30 / 0.0352
fa+ha+maj: 49 / 0.0821
simple gates: 207 / 0.147
buf+inv: 74 / 0.0397
[metal layers]
| metal | GRT usage | up-vias | share of wire |
|---|---|---|---|
| met5 | 0 | - | 0 |
| met2 | 0.291 | 146 | 0.46 |
| met3 | 0.0567 | 14 | 0.061 |
| met4 | 0.0290 | 0 | 0.012 |
| li1 | - | 2744 | - |
| met1 | 0.293 | 2610 | 0.47 |
[cell type report]
type,instances,area (um2)
repair buffers,51,468
flip-flops and latches,139,3260
multi-input cells,523,3920
inverters,39,146
clock buffers,17,425
well taps,229,287
clock inverters,15,153
fillers,1546,9490
[metrics by stage]
step | power (mW) | instance area, um2
floorplan | 0.961 | 7460
global placement | 0.996 | 8080
detailed placement | 0.996 | 8080
CTS | 1.94 | 8660
global route | 1.99 | 8660
finish | 1.92 | 8660
[cells in the final DEF (no fill, tap or decap), types with 4 or more instances in the layout]
| master | synthesis | routed |
|---|---|---|
| a211oi_1 | 10 | 10 |
| a21o_1 | 5 | 5 |
| a21oi_1 | 35 | 35 |
| a221oi_1 | 6 | 6 |
| a22oi_1 | 10 | 10 |
| a311oi_1 | 5 | 5 |
| a31oi_1 | 12 | 12 |
| and3_1 | 8 | 8 |
| buf_4 | 0 | 17 |
| clkbuf_16 | 0 | 17 |
| clkdlybuf4s50_1 | 0 | 34 |
| dfxtp_1 | 91 | 91 |
| edfxtp_1 | 48 | 48 |
| ha_1 | 49 | 49 |
| inv_1 | 38 | 38 |
| inv_6 | 0 | 5 |
| inv_8 | 0 | 4 |
| mux2_2 | 26 | 26 |
| mux2i_1 | 50 | 50 |
| nand2_1 | 51 | 51 |
| nand2b_1 | 12 | 12 |
| nand3_1 | 22 | 22 |
| nor2_1 | 50 | 50 |
| nor2b_1 | 11 | 11 |
| nor3_1 | 17 | 17 |
| nor3b_1 | 7 | 7 |
| o21ai_0 | 10 | 10 |
| o21ai_1 | 7 | 7 |
| o22a_1 | 4 | 4 |
| o22ai_1 | 22 | 22 |
| o31ai_1 | 10 | 10 |
| o32ai_1 | 4 | 4 |
| xnor2_1 | 17 | 17 |
| xor2_1 | 13 | 13 |
Power and IR drop assume default switching activity.
