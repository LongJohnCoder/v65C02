$ cat ./design.v
`timescale 1 ns / 1 ps
module UARTController
    (
    input  wire       clk_i,         
    input  wire       en_i,          
    input  wire       we_i,          
    input  wire [7:0] addr_i,        
    input  wire [7:0] din_i,         
    output wire [7:0] dout_o,        
    input  wire       rx_i,          
    output wire       tx_o           
    );
    reg        rx_async_ff;          
    reg        rx_sync_ff;
    initial rx_async_ff = B_IDLE;
    initial rx_sync_ff  = B_IDLE;
    always @(posedge clk_i) begin
        rx_async_ff <= #1 rx_i;
        rx_sync_ff  <= #1 rx_async_ff;
    end
    localparam STATUS = 8'h00,
               BRGL   = 8'h01,
               BRGH   = 8'h02,
               TXREG  = 8'h03,
               RXREG  = 8'h04;
    reg [7:0] brgl_reg;              
    reg [7:0] brgh_reg;              
    reg [7:0] rxdata_reg;            
    reg [7:0] dout_reg;              
    initial brgl_reg   = 8'h00;
    initial brgh_reg   = 8'h00;
    always @(posedge clk_i)
        if(en_i)
            if(we_i)
                case(addr_i)
                    BRGL:   brgl_reg <= #1 din_i;
                    BRGH:   brgh_reg <= #1 din_i;
                endcase
    initial dout_reg = 8'h00;
    always @(posedge clk_i)
        if(en_i)
            case(addr_i)
                STATUS:  dout_reg <= #1 {6'b0000_00, rx_full_ff, tx_busy};
                RXREG:   dout_reg <= #1 rxdata_reg;
                default: dout_reg <= #1 8'h00;
            endcase
    assign dout_o = dout_reg;
    reg  [15:0] brg_count_reg;       
    wire        brg_stb;             
    initial brg_count_reg = 16'h0000;
    always @(posedge clk_i) begin
        if(brg_count_reg == {brgh_reg, brgl_reg})
            brg_count_reg <= #1 16'h0000;
        else
            brg_count_reg <= #1 brg_count_reg + 16'h0001;
    end
    assign brg_stb = (brg_count_reg == {brgh_reg, brgl_reg});
    wire tx_we;                      
    wire tx_dout;                    
    wire tx_busy;                    
    assign tx_we = en_i & we_i & (addr_i == TXREG);
    UART_TX UART_TX
        (
        .clk_i    (clk_i),
        .brg_stb_i(brg_stb),
        .we_i     (tx_we),
        .din_i    (din_i),
        .dout_o   (tx_dout),
        .busy_o   (tx_busy)
        );
    assign tx_o = tx_dout;
    localparam B_IDLE = 1'b1;        
    wire [7:0] rx_dout;              
    wire       rx_done_stb;          
    reg        rx_full_ff;           
    UART_RX UART_RX
        (
        .clk_i     (clk_i),
        .brg_stb_i (brg_stb),
        .din_i     (rx_sync_ff),
        .dout_o    (rx_dout),
        .done_stb_o(rx_done_stb)
        );
    initial rxdata_reg = 8'h00;
    always @(posedge clk_i)
        if(rx_done_stb)
            rxdata_reg <= #1 rx_dout;            
    initial rx_full_ff = 1'b0;
    always @(posedge clk_i) begin
        if(rx_done_stb)
            rx_full_ff <= #1 1'b1;
        else
            if(en_i)
                if(addr_i == RXREG)
                    rx_full_ff <= #1 1'b0;       
    end
endmodule
`timescale 1 ns / 1 ps
module UART_RX
    (
    input  wire       clk_i,             
    input  wire       brg_stb_i,         
    input  wire       din_i,             
    output wire [7:0] dout_o,            
    output reg        done_stb_o         
    );
    reg [3:0] brg_count_reg;
    reg [3:0] brg_count_ns;
    initial brg_count_reg = 4'h0;
    always @(posedge clk_i)
        brg_count_reg <= #1 brg_count_ns;
    reg [3:0] bit_count_reg;
    reg [3:0] bit_count_ns;
    initial bit_count_reg = 4'h0;
    always @(posedge clk_i)
        bit_count_reg <= #1 bit_count_ns;
    localparam S_IDLE  = 2'b00,
               S_START = 2'b01,
               S_DATA  = 2'b10,
               S_STOP  = 2'b11;
    localparam B_START = 1'b0;           
    reg [1:0] state_reg;
    reg [1:0] state_ns;
    initial state_reg = S_IDLE;
    always @(posedge clk_i)
        state_reg <= #1 state_ns;
    always @* begin
        brg_count_ns = brg_count_reg;    
        bit_count_ns = bit_count_reg;    
        done_stb_o   = 1'b0;             
        state_ns     = state_reg;        
        case(state_reg)
            S_IDLE:
                if(din_i == B_START) begin       
                    brg_count_ns = 4'h0;         
                    state_ns     = S_START;
                end
            S_START:
                if(brg_stb_i) begin              
                    if(brg_count_reg == 4'h7) begin
                        brg_count_ns = 4'h0;
                        bit_count_ns = 4'h0;
                        state_ns     = S_DATA;
                    end
                    else begin
                        brg_count_ns = brg_count_reg + 4'h1;
                    end
                end
            S_DATA:
                if(brg_stb_i)
                    if(brg_count_reg == 4'hF) begin
                        brg_count_ns = 4'h0;
                        if(bit_count_reg == 4'h7)
                            state_ns = S_STOP;
                        else
                            bit_count_ns = bit_count_reg + 4'h1;
                    end
                    else begin
                        brg_count_ns = brg_count_reg + 4'h1;
                    end
            S_STOP:
                if(brg_stb_i) begin
                    if(brg_count_reg == 4'hF) begin
                        done_stb_o = 1'b1;       
                        state_ns   = S_IDLE;
                    end
                    else begin
                        brg_count_ns = brg_count_reg + 4'h1;
                    end
                end
            default:
                state_ns = S_IDLE;
        endcase
    end
    localparam B_IDLE = 1'b1;            
    wire       rxsr_en;
    reg  [7:0] rxsr_reg;
    assign rxsr_en = (brg_stb_i) &
                     (state_reg == S_DATA) &
                     (brg_count_reg == 4'hF);
    initial rxsr_reg = {8{B_IDLE}};
    always @(posedge clk_i)
        if(rxsr_en)
            rxsr_reg <= #1 {din_i, rxsr_reg[7:1]};
    assign dout_o = rxsr_reg;
endmodule
`timescale 1 ns / 1 ps
module UART_TX
    (
    input wire        clk_i,         
    input wire        brg_stb_i,     
    input wire        we_i,          
    input  wire [7:0] din_i,         
    output wire       dout_o,        
    output wire       busy_o         
    );
    reg  [3:0] brg_16_reg;           
    wire       brg_16_stb;           
    initial brg_16_reg = 4'h0;
    always @(posedge clk_i)
        if(brg_stb_i)
            brg_16_reg <= #1 brg_16_reg + 4'h1;
    assign brg_16_stb = (brg_16_reg == 4'hF) & (brg_stb_i);
    localparam B_IDLE  = 1'b1,
               B_START = 1'b0,
               B_STOP  = 1'b1;
    reg [9:0] txsr_reg;                  
    initial txsr_reg = {10{B_IDLE}};
    always @(posedge clk_i)
        if(we_i)
            txsr_reg <= #1 {B_STOP, din_i, B_START};         
        else
            if(brg_16_stb)
                txsr_reg <= #1 {B_IDLE, txsr_reg[9:1]};      
    reg dout_ff;                         
    initial dout_ff = B_IDLE;
    always @(posedge clk_i)
        if(brg_16_stb)
            dout_ff <= #1 txsr_reg[0];   
    assign dout_o = dout_ff;
    reg [3:0] bit_count_reg;             
    initial bit_count_reg = 4'hF;        
    always @(posedge clk_i) begin
        if(we_i)
            bit_count_reg <= #1 4'd10;   
        else
            if(brg_16_stb)               
                if(bit_count_reg != 4'hF)
                    bit_count_reg <= #1 bit_count_reg - 4'h1;
    end
    assign busy_o = (bit_count_reg != 4'hF);     
endmodule
$ cat ./run.sh
#!/bin/bash
# OpenROAD 26Q1-2900-gdf79404cd8, Yosys 0.63+post, stock flow scripts
make -C /OpenROAD-flow-scripts/flow DESIGN_CONFIG=/design/flow/config.mk WORK_HOME=/design/flow/orfs finish
$ cat ./config.mk
export PLATFORM = sky130hd
export DESIGN_NAME = UARTController
export DESIGN_NICKNAME = UARTController
export VERILOG_FILES = /design/flow/design.v
export SDC_FILE = /design/flow/constraint.sdc
export NUM_CORES = 4
export LEC_CHECK = 1
export CORE_UTILIZATION = 40
$ cat ./constraint.sdc
current_design UARTController

set clk_period 6.4
set clk_io_pct 0.2

create_clock -name clk0 -period $clk_period [get_ports {clk_i}]

set non_clock_inputs [all_inputs -no_clocks]
set_input_delay [expr $clk_period * $clk_io_pct] -clock clk0 $non_clock_inputs
set_output_delay [expr $clk_period * $clk_io_pct] -clock clk0 [all_outputs]
==> metrics.cfg <==
[drt]
vias_per_cell=4.90
drcViolationCount=1
routed_wl_microns=5870
antennaDiodeCount=0
first_iter_violations=93
drt-pass1-iter-count=47
num_vias=2161
postRouteAntennaNets=0
wl_per_cell_microns=13.3

[logic_synthesis]
yosys_area_sq_um=3670
postSynthCellCount=294
yosysCellCount=294
ys.flops=87
synth_warnings=3
ys_types=40
synth_area_leader_cell=edfxtp_1
synth.top_cells.by_area=edfxtp_1 52%, dfxtp_1 13%, xor2_1 6.7%
syn_area_per_cell_sq_um=12.5
edf_count=63
top_area_frac=0.516
flop_cell=edfxtp_1
async_flop_share=0
syn_area_sq_um=3670
ys_seq_frac=0.647

[floorplanning]
dieArea_sq_um=9560
initial_core_util=0.416
die_y_microns=97.8
dieWidth_microns=97.8
coreArea_sq_um=8810
fp-row-count=34
io_pins=29

[worst_hold_path]
hold-path-cell-count=0
holdPathEnd=rx_sync_ff
hold_class=reg -> reg
hp-start=rx_async_ff

[setup_path]
crit_path_start_kind=input pin
cpPeakStageDelay_ns=0.57
crit_path_cell_trace=clkdlybuf4s50_1 -> or4_1 -> nor4_2 -> nand3_1 -> o21ai_0 -> buf_4
worst_setup_path_end_kind=flip-flop
cp.required_ns=6.46
rrSetupSlack_ns=3.92
r2r_cells=6
r2r-end=UART_RX.bit_count_reg[2]
slowest_stage=or4_1
critical_path_class=in -> reg
r2r_start=brg_count_reg[0]
critPathArrivalTime_ns=3.42
crit_fanout=12

[final_timing]
skew_ns=0.00750
finalCritPeriodShare=0.526
maxSlewViolCount=0
worstMarginPinSlew_ns=0.633
hold_viol_final=0
rsz0062_at_grt=false
finalSetupViolations=0
slew_headroom=0.577
max_freq_mhz=297
setup-tns-final_ns=0
period_minus_slack_ns=3.37

[power_and_ir_drop]
p_per_area_nw_per_um2=250
irDropWorstVdd_mv=0.147
leakagePower_nw=1.57

[cts]
cts-hold-fix-buffers=0
path_clk_slew_ns=0.08
post_cts_resized=0
clk_path_buf_depth=2
cts_buffers=9
htreeDepth=3
post_cts_buffers=0
clkLatencyLatePin_ns=0.35
cts_tree=yes
cts_root_buf=clkbuf_8
cts_sinks=87

[global_route]
grt_max_degree=33
grt_overflow=0
antenna_found_initial=0
grt_pass1_vias=2087
gr-usage-all-layers=0.139
grt_pass1_wl_microns=10000

[run_status]
violations=DRC
status=complete, but fails checks

[cells_and_area]
instances_no_fill=441
area_delta_synth_final_pct=15.5
largest_reg_flops=16
drive_above_1_share=0.0781

[run]
drv_cap=0
warning_count=30

[placed_design]
port_buffers=28
place_hpwl_microns=4170
placed_cells=425
gp_congestion=0.799

## final cells by class
class	count	area [sq um]
fill	769	4570
sequential	87	2370
multi-input combinational	191	1230
timing repair buffer	30	295
tap	108	135
clock buffer	9	124
clock inverter	7	47.5
inverter	9	33.8
## power by group
part,switching (W),internal [W]
Combinational,0.0000442,0.0000435
Clock,0.000190,0.000140
Sequential,0.0000126,0.000627
Total,0.000247,0.000811
## routing by layer
layer,vias to the layer above,wire [microns],GRT usage
met5,-,0,0
met4,0,68,0.0140
met3,5,241,0.0392
met2,27,2830,0.209
met1,1005,2730,0.228
li1,1124,-,-
## stage by stage
stage          power [W]  area (sq um)  hold slack [ns]  worst slack [ns]   util
6_report         0.00106          4240            0.333              3.03  0.481
5_1_grt          0.00111          4240            0.346              2.89  0.481
4_1_cts          0.00107          4240            0.336              3.03  0.481
3_5_place_dp    0.000741          4070            0.315              2.67  0.462
3_3_place_gp    0.000740          4070            0.311              2.71  0.462
2_1_floorplan   0.000707          3670            0.310              3.24      -
## cells in the mapped netlist (all sizes together) (9+ instances only)
cell type,instances
nor2,26
inv,9
edfxtp,63
dfxtp,24
xor2,28
nand4,14
nand3,11
ha,11
nand2,28
and2,11
a21oi,10
## worst max-delay path, delay by kind of cell
kind,cells,cell delay [ns]
buf+inv,2,0.60
compound gates,1,0.18
simple gates,3,1.36
## worst max-delay path by stage
stage,from,endpoint,slack [ns],depth (start not counted)
finish,addr_i[5],UART_TX.txsr_reg[3],3.03,6
CTS,addr_i[5],UART_TX.txsr_reg[3],3.03,6
global route,addr_i[5],UART_TX.txsr_reg[8],2.89,6
## layout by cell type (no fill, tap or decap), types with 2 or more instances in the layout
master / n
nor3_1: 3
or4_1: 3
mux2_2: 2
dfxtp_1: 24
clkbuf_8: 9
nor4_1: 4
mux2i_1: 2
nor2_1: 25
nand2_1: 28
xor2_1: 28
a21oi_1: 10
or3_1: 3
nand3_1: 11
ha_1: 11
inv_1: 9
nand4_1: 14
clkinvlp_4: 4
and3_1: 7
and2_1: 10
clkdlybuf4s50_1: 28
xnor2_1: 5
edfxtp_1: 63
o21ai_0: 7
buf_4: 2
nor2b_1: 2
## logic make-up (layout without fill, tap and decap cells)
kind of cell,Yosys count,after routing,share of synthesized area
mux,4,4,0.0116
flops,87,87,0.647
fa+ha+maj,11,11,0.0375
simple gates,120,120,0.171
compound gates,23,23,0.0358
xor+xnor,33,33,0.0788
buf+inv,16,55,0.0181
No activity file was given, so power comes from the tool's default toggle rates.
